### run.sh
#!/bin/bash
# OpenROAD 26Q1-2900-gdf79404cd8, Yosys 0.63+post, stock flow scripts
make -C /OpenROAD-flow-scripts/flow DESIGN_CONFIG=/design/flow/config.mk WORK_HOME=/design/flow/orfs finish
### config.mk
export PLATFORM = sky130hd
export DESIGN_NAME = data_memory
export DESIGN_NICKNAME = data_memory
export VERILOG_FILES = /design/flow/design.v
export SDC_FILE = /design/flow/constraint.sdc
export NUM_CORES = 4
export LEC_CHECK = 1
export CORE_UTILIZATION = 40
### constraint.sdc
current_design data_memory

set clk_period 2.3
set clk_io_pct 0.2

create_clock -name clk0 -period $clk_period [get_ports {clk}]

set non_clock_inputs [all_inputs -no_clocks]
set_input_delay [expr $clk_period * $clk_io_pct] -clock clk0 $non_clock_inputs
set_output_delay [expr $clk_period * $clk_io_pct] -clock clk0 [all_outputs]
### design.v
module data_memory(
    input clk, 
    input wire [3:0] address,  
    input wire [7:0] acc,  
    input wire mem_read,  
    input wire mem_write,       
    output wire [7:0] data  
    );
    reg [7:0] ram [0:15];  
    integer i;
    initial begin
        for (i=0; i < 15; i = i+1) begin
            ram[i] = i;
        end
    end
    always @(posedge clk) begin 
        if (mem_write)  
            ram[address] <= acc ;  
    end 
    assign data = mem_read ? ram[address] : 8'd0;
endmodule
==> results.txt <==
Update from the flow run.

The flow ran to the end, and the final reports show no timing, DRC or antenna violations. The post-synth area from yosys stat is 5080 um2. The critical setup path kind is input pin to primary output. Looking at the VDD voltage map, the peak drop is 597 uV. The number of sinks on the clock net is 128. After synthesis, the design contains 262 cells according to Yosys. Internal power comes to 4.71 mW. The tool warning count for the run is 27. Derived from the worst setup path, the maximum achievable clock frequency is 441 MHz. Per the run report, area growth between synthesis and finish was 31.3%. The cell count after placement is 481. No sink is reached through more buffers than the 2 on the longest clock path. For this run, the script counts the antenna cells in the layout as 0. On the worst setup and hold paths after CTS, the clock-pin slew comes to 0.05 ns. The overall via count from detail_route is 2,818. For reference, the post-synthesis area per instance comes to 19.4 um2.

Measured against its own limit, the worst slew margin works out to 57.6%. Global routing finished with a remaining overflow of 0. Summed over all layers, the routed wires come to 10,800 um. For the worst setup path, the data arrival time is 1.81 ns. The number of max-slew violations in the final report is 0.

The data required time of the critical path is 1.84 ns. The first-pass GRT wire length is 16,600 um. Of all nets on the critical path, the largest fanout is 5.

Entering global routing, the biggest net connects 24 pins. The remaining number of nets flagged by the antenna check after routing is 0. The area taken by multi-input logic gates is 1210 um2.

The synthesized instance count is 262. Endpoints failing hold in the final report were tallied at 0. The combinational power share is 6.4%. The Yosys warning count is 1. Among the stages of the critical path, the cell type that occurs most often is sky130_fd_sc_hd__buf_12.

TritonCTS built the clock tree. Leaving out filler cells and counting taps, the final layout contains 532. The overall fraction of global-route tracks in use is 19.0%.

At the pin with the least slew margin, the transition time is 0.634 ns. The flip-flop count of the largest register after layout is 128. The registers reported with the highest flop counts are ram (128).

The power dissipated by switching net loads is 1.10 mW. The number of cells on the worst hold path is 4. For this sky-water flow run, the detailed-routed wirelength per cell is reported as 20.3 um. The delay contributed by the slowest stage of the critical path is 0.42 ns. Registers take 3840 um2. The post-route DRC violation count is 0.

The number of fill cells is 942. The mapped cell area is 5080 um2. Counting the buffers created by CTS gives 17. The post-route standard cell area excluding fillers is 6670 um2. The count of different cell masters after synthesis is 25.

In this run the cell area measured after placement is 5770 um2. The area share of the leading cell type in the synthesized netlist is 75.7%. The number of global-route vias before repair is 2,931. After floorplanning, the die was sized to cover 13,200 um2. The net switching fraction of the power is 18.9%. The width of the chip is 115 um. The critical path goes through buf_16 -> buf_12 -> buf_12 -> buf_12 -> mux4_2 -> nand4_1 -> o211ai_1 -> dlygate4sd2_1. By area the synthesized netlist is led by sky130_fd_sc_hd__edfxtp_1, sky130_fd_sc_hd__mux4_2, sky130_fd_sc_hd__mux2i_1. The worst min-delay path endpoint is ram[8][4]. The final timing summary puts the cycle share of the worst path at 98.5%. The max-capacitance violation count is 0. According to the floorplan log, the row count is 40. The buffer and inverter count on the worst path is 5.

Across all hold checks on the routed design, the worst slack comes to 0.706 ns. The number of synthesized register bits is 128. Setup repair after global routing could not meet its margin everywhere. The number of I/O pins is 23.

The cell class contributing the biggest share of worst-path delay is buffers and inverters. The core region is 12,200 um2. For this design the ratio of total power to cell area is 871 nW/um2. The number of hold buffers added after cts is 0. The starting density of the core is 41.6%. The number of port buffers is 22.

The register ranked first by flip-flop count is ram. The H-tree was split into 4 levels. The post-detailed-route via-to-cell ratio is 5.30.

The sequential share of power is 45.2%. The congestion estimate from routability-driven global placement came to 0.836. The biggest area consumer among synthesized cells is sky130_fd_sc_hd__edfxtp_1. The detailed placement HPWL is 6890 um. The critical hold path startpoint is address[1]. The script extracted a total leakage power of 2.30 nW.

The final setup violation count is 0. The layout summary lists the proportion of cells stronger than drive strength 1 as 37.4%. In this run the worst hold path is classified as input pin to flop. The vertical die size is 115 um. The root cell of the clock tree is sky130_fd_sc_hd__clkbuf_16. For the finished layout, the period the worst path requires is 2.27 ns. Per the OpenROAD timing report, the critical path contains 8 cells. The part of the power in the clock network is 48.4%. Once iteration 0 of detailed routing completed, the report listed 216 DRC markers.

The number of antenna violations at the first check in global routing is 0. Setup slack on the critical path of the routed design comes to 0.0336 ns. Per the post-place timing report, worst setup slack is -0.671 ns. Sequential cells were found to cover 75.7% of the synthesized design area. The slowest stage of the critical path belongs to the cell sky130_fd_sc_hd__mux4_2. The type of element capturing the critical path is a primary output.

The worst setup path is launched from an input pin. Before antenna repair, the detailed router went through 5 iterations.
==> layout make-up <==
type / count / share of cell area (%)
Clock inverter: 13 / 2.89
Timing Repair Buffer: 85 / 11.7
Clock buffer: 19 / 6.49
Sequential cell: 128 / 57.6
Tap cell: 168 / 3.15
Multi-Input combinational cell: 119 / 18.1
==> layout by cell type, fill, tap and decap left out, types with 2 or more instances in the layout <==
cell type                         count
sky130_fd_sc_hd__a32oi_1              6
sky130_fd_sc_hd__and2_4               2
sky130_fd_sc_hd__buf_12               4
sky130_fd_sc_hd__buf_2                3
sky130_fd_sc_hd__buf_4               49
sky130_fd_sc_hd__buf_6                8
sky130_fd_sc_hd__bufinv_16            5
sky130_fd_sc_hd__clkbuf_1             2
sky130_fd_sc_hd__clkbuf_16           18
sky130_fd_sc_hd__clkbuf_2             3
sky130_fd_sc_hd__clkdlybuf4s15_1      3
sky130_fd_sc_hd__clkdlybuf4s50_1      9
sky130_fd_sc_hd__clkinv_1             3
sky130_fd_sc_hd__clkinv_2             3
sky130_fd_sc_hd__dlygate4sd2_1        3
sky130_fd_sc_hd__edfxtp_1           128
sky130_fd_sc_hd__mux2i_1             14
sky130_fd_sc_hd__mux2i_2              2
sky130_fd_sc_hd__mux2i_4              2
sky130_fd_sc_hd__mux4_2              23
sky130_fd_sc_hd__nand2_1             23
sky130_fd_sc_hd__nand2b_1             2
sky130_fd_sc_hd__nand3b_1             2
sky130_fd_sc_hd__nand4_1              7
sky130_fd_sc_hd__nor2_1              12
sky130_fd_sc_hd__nor3_1               4
sky130_fd_sc_hd__o211ai_1             7
==> cells in the mapped netlist <==
| master | number |
|---|---|
| sky130_fd_sc_hd__a21oi_1 | 2 |
| sky130_fd_sc_hd__a22oi_1 | 1 |
| sky130_fd_sc_hd__a32oi_1 | 7 |
| sky130_fd_sc_hd__and2_1 | 2 |
| sky130_fd_sc_hd__buf_1 | 1 |
| sky130_fd_sc_hd__buf_12 | 1 |
| sky130_fd_sc_hd__buf_2 | 5 |
| sky130_fd_sc_hd__buf_4 | 1 |
| sky130_fd_sc_hd__buf_6 | 3 |
| sky130_fd_sc_hd__clkbuf_1 | 4 |
| sky130_fd_sc_hd__edfxtp_1 | 128 |
| sky130_fd_sc_hd__mux2i_1 | 18 |
| sky130_fd_sc_hd__mux4_1 | 4 |
| sky130_fd_sc_hd__mux4_2 | 19 |
| sky130_fd_sc_hd__nand2_1 | 24 |
| sky130_fd_sc_hd__nand2b_1 | 3 |
| sky130_fd_sc_hd__nand3_1 | 2 |
| sky130_fd_sc_hd__nand3b_1 | 2 |
| sky130_fd_sc_hd__nand4_1 | 7 |
| sky130_fd_sc_hd__nor2_1 | 13 |
| sky130_fd_sc_hd__nor2b_1 | 2 |
| sky130_fd_sc_hd__nor3_1 | 4 |
| sky130_fd_sc_hd__o211ai_1 | 7 |
| sky130_fd_sc_hd__o21ai_1 | 1 |
| sky130_fd_sc_hd__or3b_2 | 1 |
==> cells by family (layout without fill, tap and decap cells) <==
kind of cell | Yosys count | in the layout | share of synthesized area, %
AOI/OAI and AO/OA | 18 | 18 | 2.69
muxes | 41 | 41 | 14.0
DFF | 128 | 128 | 75.7
buffers and inverters | 15 | 117 | 2.07
and+or+nand+nor | 60 | 60 | 5.52
==> power groups by stage <==
stage         sequential (mW)  clock, mW  combinational [mW]
CTS                      2.63       2.84               0.351
global route             2.63       2.96               0.402
finish                   2.63       2.81               0.371
==> routing by layer <==
layer / track usage (%) / vias up / share of wire (%)
met5: 0 / - / 0
met4: 1.90 / 0 / 0.76
met3: 9.82 / 8 / 12
met2: 26.3 / 141 / 46
met1: 30.7 / 1419 / 42
li1: - / 1250 / -
==> worst max-delay path by stage <==
stage | from | to | slack (ns)
after CTS | address[1] | data[5] | -0.02
after global routing | address[1] | data[5] | -0.04
final | address[1] | data[5] | 0.03
==> what timing repair did <==
action	CTS	global route
endpoints found under the hold margin	0	0
cloned	0	1
setup endpoints to repair	8	6
pin swaps	15	13
resized	60	11
buffers inserted	10	9
==> per-stage QoR <==
stage | power [mW] | TNS [ns] | utilization (%)
4_1_cts | 5.82 | -0.0582 | 53.6
5_1_grt | 6.00 | -0.0858 | 54.6
6_report | 5.81 | 0 | 54.6
3_5_place_dp | 2.99 | -5.75 | 47.2
2_1_floorplan | 2.83 | 0 | -
3_3_place_gp | 2.99 | -5.64 | 47.2
Power is estimated from default activity; no workload was simulated.
