--- flow/run.sh ---
#!/bin/bash
# OpenROAD 26Q1-2900-gdf79404cd8, Yosys 0.63+post, stock flow scripts
make -C /OpenROAD-flow-scripts/flow DESIGN_CONFIG=/design/flow/config.mk WORK_HOME=/design/flow/orfs finish
--- flow/config.mk ---
export PLATFORM = sky130hd
export DESIGN_NAME = cu
export DESIGN_NICKNAME = cu
export VERILOG_FILES = /design/flow/design.v
export SDC_FILE = /design/flow/constraint.sdc
export NUM_CORES = 4
export LEC_CHECK = 1
export CORE_AREA = 10 10 70 70
export DIE_AREA = 0 0 80 80
--- flow/constraint.sdc ---
current_design cu

set clk_period 1.0
set clk_io_pct 0.2

create_clock -name clk0 -period $clk_period

set non_clock_inputs [all_inputs -no_clocks]
set_input_delay [expr $clk_period * $clk_io_pct] -clock clk0 $non_clock_inputs
set_output_delay [expr $clk_period * $clk_io_pct] -clock clk0 [all_outputs]
--- flow/design.v ---
module cu (
    input [3:0] opcode,        
    output reg alu_en,         
    output reg [2:0] alu_op,   
    output reg mem_read,       
    output reg mem_write,      
    output reg acc_write,      
    output reg pc_load,        
    output reg use_immed       
    );
    always @(opcode) begin  
        case (opcode)  
            4'b0000,4'b0001: begin  
                alu_en = 1;
                alu_op = 3'b001;  
                use_immed = (opcode == 4'b0001);  
                mem_read = ~use_immed;  
                mem_write = 0;
                acc_write = 1;
                pc_load = 0;
            end
            4'b0010, 4'b0011: begin  
                alu_en = 1;
                alu_op = 3'b010;  
                use_immed = (opcode == 4'b0011);  
                mem_read = ~use_immed;  
                mem_write = 0;
                acc_write = 1;
                pc_load = 0;
            end
            4'b0100: begin  
                alu_en = 0;
                alu_op = 3'b000;  
                use_immed = 0;
                mem_read = 0;
                mem_write = 1;
                acc_write = 0;
                pc_load = 0;
            end
            4'b0101: begin  
                alu_en = 0;
                alu_op = 3'b000;  
                use_immed = 1;
                mem_read = 0;
                mem_write = 0;
                acc_write = 0;
                pc_load = 1;
            end
            4'b0110: begin  
                alu_en = 0;
                alu_op = 3'b000;  
                use_immed = 0;
                mem_read = 1;
                mem_write = 0;
                acc_write = 1;
                pc_load = 0;
            end
            4'b0111, 4'b1000: begin  
                alu_en = 1;
                alu_op = 3'b100;  
                use_immed = (opcode == 4'b1000);
                mem_read = ~use_immed;
                mem_write = 0;
                acc_write = 1;
                pc_load = 0;
            end
            4'b1001, 4'b1010: begin  
                alu_en = 1;
                alu_op = 3'b011;  
                use_immed = (opcode == 4'b1010);
                mem_read = ~use_immed;
                mem_write = 0;
                acc_write = 1;
                pc_load = 0;
            end
            default: begin
                alu_en = 0;
                alu_op = 3'b000;
                mem_read = 0;
                mem_write = 0;
                acc_write = 0;
                pc_load = 0;
                use_immed = 0;
            end
        endcase
    end
endmodule
==> ci_impl_report.md <==
## Implementation flow summary

| Metric | Value |
|---|---|
| Status | `finished, violations left` |
| Failing checks | `setup timing` |
| Final Wtd Congestion | `0.658` |
| Reg area | `0 µm²` |
| Core Rows | `21` |
| Clock share of power | `0` |
| Core footprint | `roughly 3400 µm²` |
| Clk_buf instances | `0` |
| Worst Path Required | `0.80 ns` |
| Area growth syn-to-layout | `174%` |
| Net Sw Power | `between 0.00006 and 0.00007 W` |
| Netlist cell types | `15` |
| Avg Vias per Cell | `2.64` |
| Drt initial violations | `1` |
| FP Util | `0.0421` |
| Post-DP HPWL | `about 540 µm` |
| Yosys warnings | `1` |
| Crit-path max FO | `6` |
| Pin slew with the least headroom to its limit | `0.123 ns` |
| Sw Ratio | `0.408` |
| Endpoints failing setup | `3` |
| Yosys Chip Area | `144 µm²` |
| Vias | `230` |
| DRC Markers | `0` |
| Logic gate share of total power | `1.000` |
| CP arrival | `between 0.8 and 0.9 ns` |
| Tool warnings | `34` |
| CP Capture Type | `output port` |
| Worst min path class | `in -> out` |
| First-pass GRT wire length | `1.12 mm` |
| Top Ports | `13` |
| Avg Inst Size Synth | `roughly 6.3 µm²` |
| Largest net degree at the start of global routing | `8` |
| Synthesized cell area | `144 µm²` |
| Tmin final | `1.03 ns` |
| WS Path Type | `in -> out` |
| TritonRoute pass-1 iters | `2` |
| Vertical die size | `approximately 80 µm` |
| Power Density | `roughly 370 nW/µm²` |
| Post-DRT Antenna Nets | `0` |
| Final period utilization | `1.03` |
| Synth Instances | `23` |
| Seq pwr share | `0` |
| Worst VDD drop | `around 0.059 mV` |
| Share of the yosys chip area belonging to registers | `0` |
| # fillers | `~400` |
| Hold Fails Final Rpt | `0` |
| Max_slew headroom | `0.915` |
| Die area | `about 6400 µm²` |
| Fmax | `a little under 1 GHz` |
| Share of cells above drive strength 1 | `0.707` |
| Die X | `80 µm` |
| Final setup margin | `-0.0296 ns` |
| Per-cell routed wire length | `7.91 µm` |
| N_diodes | `0` |
| MaxCap Viol Count | `0` |
| Internal power | `approximately 0.000087 W` |
| Number of global-route vias before repair | `between 200 and 250` |
| WL final | `just under 700 µm` |
| Seq cells | `0` |
| Pre-CTS setup slack | `-0.917 ns` |
| Crit path launch type | `primary input` |
| # port buffers | `13` |
| Static Leak | `0.180 nW` |
| Total GRT Usage | `0.0203` |
| Final slew viol count | `0` |
| Yosys Instances | `23` |
| Final Util | `0.115` |
| GRT overflow | `0` |
| RSZ-0062 raised after global routing | `true` |
| Antenna violations before repair | `0` |
## critical path: stages
cell and delay, ns:
buf_12 0.11, or2_1 0.24, o22ai_1 0.15, buf_2 0.12
## stage by stage
step | setup TNS [ns] | instances | cell area, µm² | total power [W] | hold slack, ns
detailed placement | -7.46 | 86 | 362 | 0.000132 | 1.47
global placement | -7.47 | 86 | 362 | 0.000132 | 1.47
CTS | -0.102 | 87 | 384 | 0.000140 | 0.743
finish | -0.0464 | 87 | 394 | 0.000147 | 0.734
floorplan | 0 | 23 | 144 | 0.0000406 | 0.413
global route | -0.242 | 87 | 394 | 0.000163 | 0.756
## cells in the final DEF (no fill, tap or decap), drive strengths merged
master       netlist  final
clkbuf             0      1
o21ai              1      1
inv                2      2
mux2i              1      1
nand2b             2      2
nor3b              1      1
xnor2              2      2
nand2              3      3
nor2               4      4
buf                0     16
or2                1      1
and2b              1      1
o21ba              1      1
dlygate4sd2        0      1
a21oi              1      1
o22ai              3      3
## path summary, 6_finish.rpt
path | cells past startpoint | end | startpoint
max | 4 | alu_op[2] | opcode[1]
min | 4 | pc_load | opcode[1]
## metal layers
metal  global-route usage  vias up  wire length [µm]
met4                    0        0                 0
met2               0.0345        8               304
li1                     -      116                 -
met1               0.0258      106               301
met5                    0        -                 0
met3              0.00682        0                82
## logic make-up (layout without fill, tap and decap cells)
logic type	count (synthesis)	count (layout)	synth area share
buffers and inverters	2	20	0.0522
AND/OR/NAND/NOR	12	12	0.444
XOR/XNOR	2	2	0.122
AND-OR/OR-AND	6	6	0.313
multiplexers	1	1	0.0696
## layout make-up
cell class / instances / area, µm² / share of cell area
inverters: 2 / 10.0 / 0.0254
well taps: 46 / 57.6 / 0.146
repair buffers: 18 / 145 / 0.368
multi-input cells: 21 / 181 / 0.460
## synth_stat cells (all sizes together)
library cell | n | share of area
nor2 | 4 | 0.10
nor3b | 1 | 0.052
nand2b | 2 | 0.10
a21oi | 1 | 0.035
o22ai | 3 | 0.17
inv | 2 | 0.052
nand2 | 3 | 0.078
o21ai | 1 | 0.035
xnor2 | 2 | 0.12
mux2i | 1 | 0.070
and2b | 1 | 0.061
o21ba | 1 | 0.070
or2 | 1 | 0.044
## power groups by stage
| stage | registers, W | clock network [W] | logic, W |
|---|---|---|---|
| 4_1_cts | 0 | 0 | 0.000140 |
| 5_1_grt | 0 | 0 | 0.000163 |
| 6_report | 0 | 0 | 0.000147 |
## repair_timing
item | 4_1_cts | 5_1_grt
pin swaps | 6 | 3
hold buffers | 0 | 0
resized | 61 | 5
setup endpoints to repair | 9 | 7
buffers inserted | 1 | 0
Power figures rest on the tool's default switching activity, not on a simulated workload.
